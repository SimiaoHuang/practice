## design/flow/config.mk

```make
export PLATFORM = sky130hd
export DESIGN_NAME = round_robin_arb
export DESIGN_NICKNAME = round_robin_arb
export VERILOG_FILES = /design/flow/design.v
export SDC_FILE = /design/flow/constraint.sdc
export NUM_CORES = 4
export LEC_CHECK = 1
export CORE_AREA = 10 10 70 70
export DIE_AREA = 0 0 80 80
```

## design/flow/constraint.sdc

```tcl
current_design round_robin_arb

set clk_period 6.3
set clk_io_pct 0.2

create_clock -name clk0 -period $clk_period [get_ports {clk}]

set non_clock_inputs [all_inputs -no_clocks]
set_input_delay [expr $clk_period * $clk_io_pct] -clock clk0 $non_clock_inputs
set_output_delay [expr $clk_period * $clk_io_pct] -clock clk0 [all_outputs]
```

## design/flow/design.v

```verilog
module round_robin_arb(clk,rst_n,request,grant, index);
input clk;
input rst_n;
input [3:0] request;
output reg[3:0] grant;
output reg[1:0] index;
wire [7:0] double_grant;
reg [3:0] pre_state;  
always@(posedge clk or negedge rst_n) begin
if(!rst_n)
pre_state <= 4'h1;
else
pre_state <= {grant[2:0], grant[3]};  
end
assign double_grant = {request, request} & ~({request, request} - {4'b0, pre_state});  
assign grant = double_grant[7:4] | double_grant[3:0];
always @(*) begin
    case(grant)
        4'b0001: index = 2'b00;
        4'b0010: index = 2'b01;
        4'b0100: index = 2'b10;
        4'b1000: index = 2'b11;
        default: index = 2'b00;
    endcase
end
endmodule
```

## design/flow/run.sh

```bash
#!/bin/bash
# OpenROAD 26Q1-2900-gdf79404cd8, Yosys 0.63+post, stock flow scripts
make -C /OpenROAD-flow-scripts/flow DESIGN_CONFIG=/design/flow/config.mk WORK_HOME=/design/flow/orfs finish
```

==> impl_metrics.yaml <==
# flow metrics
status:
  status: "finished, final reports clean"
grt:
  grt_pass1_wl_microns: 1545
  track_usage: 0.03133
  gr-total-overflow: 0
  antenna_found_initial: 0
  grt_pass1_vias: 329
  grt_start_max_net_pins: 7
final_layout:
  top_regs: "pre_state x4"
  largest_reg_flops: 4
  drive_gt1_frac: 0.2500
  top_register: "pre_state"
  lay_top_cells: "11 x clkdlybuf4s50_1, 6 x inv_1, 3 x ha_1, 3 x clkbuf_4, 3 x dfrtp_1"
  layout_top_cell: "clkdlybuf4s50_1"
  synthToLayoutAreaGrowth_pct: 49.52
detailed_routing:
  m1WireLength_microns: 512
  drtPass1Iterations: 4
  antenna_cells: 0
  vias: 316
  avgRoutedWirePerCell_microns: 9.327
  ant_nets: 0
  wl_microns: 914
  avgViaCountPerCell: 3.224
  top_layer: "met3"
  wl_met2_microns: 263
  wl_met3_microns: 138
  drtIter0Drc: 8
  drc: 0
run:
  tool_warnings: 25
  maxCapViolCount: 0
logic_synthesis:
  synth-edff-count: 0
  ys_seq_share: 0.2588
  ys_async_sr_fraction: 1.000
  synth_area_sq_um: 391.6
  syn-instance-count: 37
  synth_cell_types: 23
  syn_avg_cell_area_sq_um: 10.58
  yosysWarnings: 2
  flop_cell: "dfrtp_1"
  ys_ff: 4
  ys_cells: 37
  ys_chip_area_sq_um: 391.6
timing:
  maxSlewHeadroom: 0.7665
  rsz0062_at_grt: "no"
  min_period_ns: 5.223
  worst_pin_slew_ns: 0.3470
  fin_setup_tns_ns: 0
  min_period_over_period: 0.8291
  hold_viol_final: 0
  layout_setup_ws_ns: 1.077
  timing.fmax_mhz: 191.4
  clock_skew_ns: 0.006160
  worst_hold_slack_ns: 0.6902
  setup_viol: 0
  slew_viol_final: 0
worst_setup_path:
  path_buffers: 2
  cp.required_ns: 5.04
  critPathMaxFanout: 5
  crit_chain: "clkdlybuf4s50_1 > nand2b_4 > fa_1 > a21o_2 > a2111oi_4 > o21ai_2 > a21o_1 > a211oi_2 > clkdlybuf4s50_1"
  crit_path_start_kind: "input port"
  cp_common_cell: "clkdlybuf4s50_1"
  slowest_stage: "clkdlybuf4s50_1"
  crit_arrival_ns: 3.96
  slowest_delay_ns: 0.52
  cp-end-kind: "output port"
  critical_path_class: "input port to output port"
  path_delay_family: "AND-OR/OR-AND gates"
cts:
  cts.path.max_buffers: 2
  hold_buffers: 0
  insertion_delay_ns: 0.24
  clock-root-buffer: "clkbuf_4"
  cts.clk_slew.worst_paths_ns: 0.04
  post_cts_buffers: 0
  cts_tree: "built"
  cts.repair.resized: 0
  cts_inserted_buffers: 3
  cts_sinks: 4
  htreeDepth: 1
power_and_ir_drop:
  combPwrFrac: 0.625
  finalPower_uw: 194.8
  switchingPower_uw: 71.58
  clockPowerShare: 0.179
  p_sw_frac: 0.3674
  seqPwrFrac: 0.196
  p_int_uw: 123.2
  power_density_nw_per_um2: 332.7
  ir_worst_vdd_uv: 167.9
  p_leak_nw: 0.2270
die:
  die_height_microns: 80
  core_sq_um: 3416
  dieWidth_microns: 80
  ios: 12
  fp_util: 0.1147
  die_area_sq_um: 6400
  fp-row-count: 21
placement:
  dpl.hpwl_microns: 752.5
  place_ws_ns: 1.074
  place_congestion: 0.7688
  port_buffers: 11
hold_path:
  worstHoldPathType: "flop to flop"
-- final cells by class --
| class | instances | area (sq um) |
|---|---|---|
| Inverter | 6 | 22.52 |
| Tap cell | 46 | 57.56 |
| Clock buffer | 4 | 26.28 |
| Timing Repair Buffer | 11 | 110.1 |
| Fill cell | 390 | 2830 |
| Multi-Input combinational cell | 27 | 267.8 |
| Sequential cell | 4 | 101.3 |
-- cells by family (layout without fill, tap and decap cells) --
kind of cell,count (synthesis),after routing,synth area share
buf+inv,6,21,0.05750
flops,4,4,0.2588
compound gates,13,13,0.3514
fa+ha+maj,4,4,0.1470
mux,1,1,0.03514
simple gates,8,8,0.1278
xor+xnor,1,1,0.02237
-- cell usage after synthesis, drive strengths merged, types with 2 or more instances --
cell,number,share of area
ha,3,0.096
a21o,4,0.083
o21ai,3,0.048
nand3,2,0.026
a211oi,2,0.064
dfrtp,3,0.19
inv,6,0.058
-- metal layers --
layer  track usage  vias up
met5             0        -
met4      0.005282        0
met3       0.02727        0
met2       0.02889       14
met1       0.04816      140
li1              -      162
-- worst min-delay path, stage by stage (launching register included) --
cell and delay (ns):
dfstp_2 0.37, o21ai_0 0.15, inv_1 0.11
-- power by group through the flow --
stage	logic, mW	registers, mW	clock network, mW
CTS	0.123	0.0383	0.0367
global route	0.136	0.0389	0.0394
finish	0.122	0.0382	0.0349
-- path summary, 6_finish.rpt --
path                         startpoint      endpoint  slack [ns]  cells after the start
max                          request[0]      index[1]        1.08                      9
min                        pre_state[0]  pre_state[1]        0.69                      2
max reg2reg                pre_state[0]  pre_state[3]        4.36                      6
min reg2reg                pre_state[0]  pre_state[1]        0.69                      2
max in group asynchronous         rst_n  pre_state[0]        4.84                      1
min in group asynchronous         rst_n  pre_state[2]        1.22                      1
-- stage by stage --
stage | utilization | std cells | instance area (sq um)
final | 0.1714 | 98 | 585.6
after global routing | 0.1714 | 98 | 585.6
after CTS | 0.1714 | 98 | 585.6
after detailed placement | 0.1637 | 94 | 559.3
after global placement | 0.1637 | 94 | 559.3
after floorplan | - | 37 | 391.6
Power is estimated from default activity; no workload was simulated.
